### design/flow/config.mk
export PLATFORM = sky130hd
export DESIGN_NAME = freq_div
export DESIGN_NICKNAME = freq_div
export VERILOG_FILES = /design/flow/design.v
export SDC_FILE = /design/flow/constraint.sdc
export NUM_CORES = 4
export LEC_CHECK = 1
export CORE_AREA = 10 10 70 70
export DIE_AREA = 0 0 80 80
### design/flow/constraint.sdc
current_design freq_div

set clk_period 1.0
set clk_io_pct 0.2

create_clock -name clk0 -period $clk_period [get_ports {clk_orig}]

set non_clock_inputs [all_inputs -no_clocks]
set_input_delay [expr $clk_period * $clk_io_pct] -clock clk0 $non_clock_inputs
set_output_delay [expr $clk_period * $clk_io_pct] -clock clk0 [all_outputs]
### design/flow/design.v
module freq_div #(
	parameter N = 16
) (
	input wire clk_orig,
	output wire clk_dived
);
	localparam n = N/2;
	reg [$clog2(n)-1:0] count = 0;
	reg x = 0;
	assign clk_dived = x;
	always @(posedge clk_orig) begin
		if (count < n - 1) begin
			count = count + 1'b1;
		end else begin
			x = ~x;
			count = 0;
		end
	end
endmodule
### design/flow/run.sh
#!/bin/bash
# OpenROAD 26Q1-2900-gdf79404cd8, Yosys 0.63+post, stock flow scripts
make -C /OpenROAD-flow-scripts/flow DESIGN_CONFIG=/design/flow/config.mk WORK_HOME=/design/flow/orfs finish
==> notes.md <==
Implementation status.

- The number of antenna violations at the first check in global routing came to 0.
- The run reported a max-capacitance violation count of 0.
- The number of buffers on the longest clock path is 2.
- The kind of cell with the highest combined delay on the critical path is flip-flops.
- Per the placement report, the placed cell count is roughly 61.
- The flow ran to the end, and the final reports show no timing, DRC or antenna violations.
- The area of the chip is between 0.006 and 0.007 mm^2.
- The final timing report counts setup violations totalling 0.
- Per the TritonCTS log, the buffer count is 3.
- In this build the clock could be raised as far as 1080 MHz.
- The dominant synthesized flop cell is sky130_fd_sc_hd__dfxtp_1.
- The last weighted congestion value of the routability-driven placer is 0.594.
- The most critical setup path has its endpoint at clk_dived.
- Of the synthesized area, sequential elements account for 0.558.
- The worst setup path is launched from a flip-flop.
- The relative slew slack is 0.916.
- The worst path arrival time is 0.73 ns.
- The insertion delay at the late pin of the worst-skew pair is 0.24 ns.
- Of the cells placed in the final design, the portion with a size suffix greater than 1 is 0.500.
- The static power due to leakage is 0.0936 nW.
- The area inside the core boundary is 0.00342 mm^2.
- The total wire length is 262 um.
- The cell sequence reported for the critical path is buf_2.
- The number of distinct library cells after synthesis is 10.
- The cell type that accounts for the most area after synthesis is sky130_fd_sc_hd__dfxtp_1.
- The number of H-tree levels is 1.
- The count of nets left with antenna violations once routing finished came out at 0.
- Adding up every negative setup slack in the final design gives 0 ns.
- The number of hold buffers added after CTS was 0.
- The script computed a power per unit cell area of around 1400 mW/mm^2.
- The largest driver fanout on the critical path is 2.
- The endpoint kind of the worst setup timing path is a primary output.
- The clock transition at the register clock pins on the worst setup and hold paths after CTS is 0.04 ns.
- The number of input and output port buffers inserted is 1.
- In this run the register-to-register setup slack is 0.12 ns.
- The portion of the clock cycle consumed by the worst path in the final layout is 0.927.
- The number of clock sinks came to 4.
- The origin of the worst setup path is x.
- Counting flops with an async set or reset pin after synthesis yields a share of 0.
- Counting instances in the post-synthesis netlist gives the leading cell types as sky130_fd_sc_hd__dfxtp_1 (3), sky130_fd_sc_hd__inv_1 (2).
- The cell area after technology mapping is 161 um^2.
- For this run, the number of Yosys warnings is 1.
- The type of the most critical hold path is flip-flop to flip-flop.
- The number of warnings reported in the stage logs is 25.
- The width of the die is 80 um.
- The number of cell rows is 21.
- The final count of pins violating max slew is 0.
- TritonCTS built the clock tree.
- The first global-routing pass estimated 469 um of wire.
- Entering global routing, the biggest net connects 5 pins.
- Data on the critical path is required at its endpoint by roughly 0.8 ns.
- The yosys-reported design area after synthesis is 161 um^2.
- The number of buffers and inverters on the critical path is 1.
- The initial core utilization is 0.0473.
- The number of global-route vias before repair is 121.
- The maximum single-stage delay on the critical path is 0.37 ns.
- The average cell area after synthesis is 12.4 um^2.
- The number of cells in Yosys stat is 13.
- The routed layout has 105 vias.
- The tree is rooted in a sky130_fd_sc_hd__clkbuf_4.
- The area growth from synthesis to layout is 64.3%.
- Once layout is complete, the cells apart from fillers number 66.
- The synthesis report lists the most area-consuming cells as sky130_fd_sc_hd__dfxtp_1 (37%), sky130_fd_sc_hd__edfxtp_1 (19%), sky130_fd_sc_hd__ha_1 (7.8%).
- The worst clock skew on the final layout is 0.00871 ns.
- The cell type of the slowest stage on the worst timing path is sky130_fd_sc_hd__edfxtp_1.
- The endpoint of the worst-slack reg-to-reg timing path is count[2].
- The overall die height is 80 um.
- In this run the number of cells on the critical path is 1.
- The origin of the critical flop-to-flop path is count[0].
- The category of the critical setup timing path is flip-flop to primary output.
- The post-route DRC violation count is 0.
- The finished cells cover 265 um^2.
- The combined global-route utilization of all metal layers is 0.0111.
- The antenna diode count is 0.
- The maximum VDD drop is 0.000299 V.
- Synthesis inferred 4 register bits.
- By instance count, the leading cell after synthesis is sky130_fd_sc_hd__dfxtp_1.
- The final power report lists total power as 383 uW.
- The total congestion overflow is 0.
- The routed design shows a wire length per standard cell of 3.97 um.
- Per the post-synthesis report, the number of cells in the design is 13.
- The number of cells on the worst reg-to-reg path is 3.
- The hold path depth is 1.
- The number of hold violations in the final report is 0.
- In the log, the iteration count for the first detailed-route pass is 2.
- The post-placement cell area is 236 um^2.
- The via density per instance is around 1.6.
- The iteration-0 DRC count of the detailed router is 2.
- The number of flops mapped to enable cells by yosys is 1.
- Of the post-synthesis cell area, the dominant cell type holds 0.372.
- The pin closest to its max-slew limit shows a slew of roughly 0.13 ns.
- The total I/O pin count is 2.
- Setup repair after global routing left no endpoint under its margin.
- The final critical-path required period is 0.927 ns.
metrics by stage:
step | hold slack [ns] | utilization | setup slack (ns)
2_1_floorplan | 0.383 | - | 0.168
3_3_place_gp | 0.390 | 0.0692 | 0.0148
3_5_place_dp | 0.398 | 0.0692 | 0.0110
4_1_cts | 0.407 | 0.0777 | 0.0602
5_1_grt | 0.439 | 0.0777 | 0.00723
6_report | 0.403 | 0.0777 | 0.0727
placed cells by master (no fill, tap or decap):
master / n
sky130_fd_sc_hd__and2_4: 1
sky130_fd_sc_hd__and3_4: 1
sky130_fd_sc_hd__buf_2: 1
sky130_fd_sc_hd__buf_4: 2
sky130_fd_sc_hd__clkbuf_1: 1
sky130_fd_sc_hd__clkbuf_4: 3
sky130_fd_sc_hd__dfxtp_1: 3
sky130_fd_sc_hd__edfxtp_1: 1
sky130_fd_sc_hd__ha_1: 1
sky130_fd_sc_hd__inv_1: 2
sky130_fd_sc_hd__nand2b_1: 1
sky130_fd_sc_hd__nor2b_2: 1
sky130_fd_sc_hd__o21ai_2: 1
sky130_fd_sc_hd__or2b_1: 1
where the power goes:
part | leakage [nW] | internal (mW) | total (mW) | switching [mW]
sequential | 0.0358 | 0.166 | 0.166 | 0
clock | 0.0150 | 0.150 | 0.217 | 0.0675
combinational | 0.0429 | 0 | 0.0000000429 | 0
logic make-up (layout without fill, tap and decap cells):
family	count (synthesis)	count (layout)	synth area share
buf+inv	2	9	0.0465
compound gates	1	1	0.0543
simple gates	5	5	0.264
flops	4	4	0.558
fa+ha+maj	1	1	0.0775
area by class of cell:
type / instances / area [um^2]
sequential: 4 / 90.1
timing repair buffer: 3 / 20.0
clock buffer: 4 / 26.3
tap: 46 / 57.6
inverter: 2 / 7.51
fill: 414 / 3150
multi-input combinational: 7 / 63.8
per-layer routing:
| metal | up-vias | global-route usage | wire (um) | share of wire |
|---|---|---|---|---|
| met1 | 45 | 0.00734 | 93 | 0.35 |
| met3 | 0 | 0.0239 | 83 | 0.32 |
| met5 | - | 0 | 0 | 0 |
| met2 | 5 | 0.0120 | 85 | 0.32 |
| li1 | 55 | - | - | - |
| met4 | 0 | 0.00176 | 0 | 0 |
how the worst min path moves through the flow:
stage | from | end | slack (ns)
CTS | count[0] | count[0] | 0.41
global route | count[0] | count[0] | 0.44
finish | count[0] | count[0] | 0.40
repair_timing:
item,in CTS,in global routing
setup endpoints to repair,1,0
gates resized,3,0
buffers inserted,1,0
hold endpoints to repair,0,0
state kept, by name (all words and copies together) (netlist names):
name   count
count      3
x          1
Power is estimated from default activity; no workload was simulated.
